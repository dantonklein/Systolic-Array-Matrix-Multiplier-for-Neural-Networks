### flow/config.mk
export PLATFORM = sky130hd
export DESIGN_NAME = ws_pe
export DESIGN_NICKNAME = ws_pe
export VERILOG_FILES = /design/flow/design.v
export SDC_FILE = /design/flow/constraint.sdc
export NUM_CORES = 4
export LEC_CHECK = 1
export CORE_UTILIZATION = 50
### flow/constraint.sdc
current_design ws_pe

set clk_period 15.6
set clk_io_pct 0.2

create_clock -name clk0 -period $clk_period [get_ports {clk}]

set non_clock_inputs [all_inputs -no_clocks]
set_input_delay [expr $clk_period * $clk_io_pct] -clock clk0 $non_clock_inputs
set_output_delay [expr $clk_period * $clk_io_pct] -clock clk0 [all_outputs]
### flow/design.v
module ws_pe #(
    parameter int DATA_WIDTH = 8,
    parameter int ACC_WIDTH = 32
)(
    input logic clk,
    input logic rst,
    input logic enable,
    input logic b_load,
    input logic signed [DATA_WIDTH-1:0] b_in,
    input logic signed [DATA_WIDTH-1:0] a_in,
    output logic signed [DATA_WIDTH-1:0] a_out,
    input logic signed [ACC_WIDTH-1:0] c_in,
    output logic signed [ACC_WIDTH-1:0] c_out
);
logic signed [DATA_WIDTH-1:0] b_r;  
always_ff @(posedge clk or posedge rst) begin
    if(rst) b_r <= '0;
    else if(b_load) b_r <= b_in;
end
always_ff @(posedge clk or posedge rst) begin
    if(rst) begin
        a_out <= '0;
        c_out <= '0;
    end else if(enable) begin
        a_out <= a_in;
        c_out <= c_in + (a_in * b_r);
    end
end
endmodule
module ws_pe_no_a_out #(
    parameter int DATA_WIDTH = 8,
    parameter int ACC_WIDTH = 32
)(
    input logic clk,
    input logic rst,
    input logic enable,
    input logic b_load,
    input logic signed [DATA_WIDTH-1:0] b_in,
    input logic signed [DATA_WIDTH-1:0] a_in,
    input logic signed [ACC_WIDTH-1:0] c_in,
    output logic signed [ACC_WIDTH-1:0] c_out
);
logic signed [DATA_WIDTH-1:0] b_r;  
always_ff @(posedge clk or posedge rst) begin
    if(rst) b_r <= '0;
    else if(b_load) b_r <= b_in;
end
always_ff @(posedge clk or posedge rst) begin
    if(rst) begin
        c_out <= '0;
    end else if(enable) begin
        c_out <= c_in + (a_in * b_r);
    end
end
endmodule
### flow/run.sh
#!/bin/bash
# OpenROAD 26Q1-2900-gdf79404cd8, Yosys 0.63+post, stock flow scripts
make -C /OpenROAD-flow-scripts/flow DESIGN_CONFIG=/design/flow/config.mk WORK_HOME=/design/flow/orfs finish
==> Changelog: implementation <==
## Flow update

* Clock Skew at 0.005250 ns
* Synthesized registers at 48
* Clk ins delay skew pair at a little under 0.3 ns
* Wl on met1 at about 6 mm
* Period utilisation layout at roughly three fifths
* Grt ovf at 0
* Vias/cell at approximately 5.2
* Synth Seq Share at around 17%
* Clk slew on worst S/H paths at 0.07 ns
* CP Class: in -> reg
* CTS HTree Levels at 2
* Slowest cell on crit path: fa_1
* Final hold violations at 0
* Tool warnings at 27
* Uppermost routed layer: met4
* Pre-antenna DRT Iters at 4
* Post-synthesis chip area from yosys at roughly 7000 um^2
* Yosys stat cell total at about 650
* Fillers at 1126
* CTS Sinks at approximately 48
* # IOs at roughly 90
* Routed via count at about 4800
* Post-CTS Setup Repair Bufs at 0
* Fin. max-slew vios at 0
* Pre-Place Util at 51.30%
* Synthesized instance count at 648
* Warnings, synthesis at 1
* Chip area at 14780 um^2
* Met2 wire length at between 7 and 8 mm
* Syn_area_per_cell at about 11 um^2
* Worst-Margin Slew at 0.7513 ns
* Met3 Wirelength at slightly below 900 um
* GRT Overall Usage at a little under a quarter
* Top cells by count, synth: fa_1 (136), inv_1 (105), ha_1 (70), dfrtp_1 (48), mux2_2 (41)
* RSZ-0062 raised after global routing: false
* Relative slew slack at about half
* Dominant Register Cell: dfrtp_1
* CP Launch Type: input pin
* Most frequent cell after synthesis: fa_1
* Endpoint type of the worst setup path: flip-flop
* Final setup viols at 0
* Async SR Flop Fraction at 100.0%
* Pre-CTS setup slack at about 6.2 ns
* P&R area growth vs syn at 17.98%
* Clock Tree Root: clkbuf_16
* R2R cell count at 16
* Top cell area share at between 30% and 40%
* Outcome: completed
* DRC at 0
* Final TNS setup at 0 ns
* Post-CTS Resized at 0
* Clock Path Buffers at 2
* Antenna Cells at 0
* Critical Path RT at ~16 ns
* Largest net degree at the start of global routing at about 50
* First-pass GRT wire length at between 20 and 25 mm
* Cell Type Count at between 40 and 50
* Core Area at between 10000 and 15000 um^2
* Mapped Area at a little over 7000 um^2
* Crit path top cell by count: fa_1
* CTS Buf Count at 5
* Die W at 121.6 um
* Vias in the first global route at ~5300
* Synth area leader: fa_1
* Max cap viols at 0
* Cell depth of the worst hold path at 1
* Post-CTS Hold Buffers at 0
* Final WS setup at 6.539 ns
* Routed WL per cell at 15.90 um
* Largest cells by area: fa_1 (38%), dfrtp_1 (17%), ha_1 (12%), mux2_2 (6.5%), inv_1 (5.5%)
* CP peak stage delay at a little under 0.7 ns
* Gpl congestion at 0.9452
* PortBufs at just over 90
* Total wire length at about 15 mm
* CP Cell Sequence: clkdlybuf4s50_1 -> nand2_1 -> fa_1 -> fa_1 -> inv_1 -> fa_1 -> fa_1 -> ha_1 -> ha_1 -> a21o_1 -> a31oi_1 -> o221ai_1 -> o21bai_2 -> a221o_2 -> a221oi_2 -> xnor2_1 -> a21oi_1
* Share of cells above drive strength 1 at roughly 8.3%
* Flip-flops with a built-in enable at 0
* Maximum fanout along the worst path at 13
* Max Clock Freq at 0.1104 GHz
* Critical path arrival at between 9 and 10 ns
* CTS tree: done
* HP Class: reg -> reg
* DR iter-0 viols at between 150 and 200
* Dpl hpwl at around 12 mm
* Row cnt at around 43
* Initial antenna violation count at 0
* Min Clock Period, post-route at between 9 and 10 ns
* Die span in y at around 120 um
* Antenna viol nets, final at 0
-- worst max-delay path: cells and delay by family --
| kind | cells | cell delay (ns) |
|---|---|---|
| AND/OR/NAND/NOR | 1 | 0.22 |
| XOR/XNOR | 1 | 0.14 |
| buffers and inverters | 2 | 1.27 |
| AND-OR/OR-AND | 7 | 1.49 |
| adder cells (fa/ha/maj) | 6 | 2.95 |
-- metal layers --
layer,global-route usage [%],vias to the layer above
met3,5.153,21
met2,39.17,127
met5,0,-
met4,2.855,0
li1,-,2273
met1,33.11,2397
-- final timing paths --
kind                                            from               endpoint  slack, ns
worst min register to register  a_out[0]$_DFFE_PP0P_   a_out[0]$_DFFE_PP0P_       0.50
min in group asynchronous                        rst  c_out[28]$_DFFE_PP0P_       3.30
worst max-delay path                         a_in[7]  c_out[31]$_DFFE_PP0P_       6.54
max in group asynchronous                        rst   a_out[5]$_DFFE_PP0P_      11.87
worst max register to register    b_r[2]$_DFFE_PP0P_  c_out[31]$_DFFE_PP0P_       9.49
worst min-delay path            a_out[0]$_DFFE_PP0P_   a_out[0]$_DFFE_PP0P_       0.50
-- layout by cell type (no fill, tap or decap), types with 2 or more instances in the layout --
cell / count
fa_1: 136
inv_1: 104
clkdlybuf4s50_1: 90
ha_1: 70
dfrtp_1: 48
mux2_2: 41
nand2_1: 40
and2_1: 31
a21oi_1: 18
xnor2_1: 18
nor2_1: 15
a21o_1: 15
o21ai_0: 14
nor2b_1: 10
xor2_1: 10
nand3_1: 8
a31oi_1: 6
o211ai_1: 6
nand2b_1: 5
clkbuf_16: 5
nor3_1: 4
nand4_1: 4
buf_4: 4
a211o_1: 2
and4_1: 2
or3_1: 2
and3_1: 2
a211oi_1: 2
-- cell families (layout without fill, tap and decap cells) --
kind of cell | after synthesis | after routing | synth area share, %
XOR/XNOR | 28 | 28 | 3.431
buffers and inverters | 118 | 208 | 6.196
multiplexers | 41 | 41 | 6.459
AND/OR/NAND/NOR | 127 | 127 | 9.119
adder cells (fa/ha/maj) | 206 | 206 | 50.34
AND-OR/OR-AND | 80 | 80 | 7.650
flip-flops | 48 | 48 | 16.80
-- flip-flops by register name (all words and copies together), names as in the netlist --
name,count
c_out,32
a_out,8
b_r,8
-- area by class of cell --
type                       instances  area (um^2)  share of cell area (%)
multi-input combinational        482         5505                   65.28
sequential                        48         1201                   14.24
clock inverter                     3        46.29                  0.5490
tap                              180        225.2                   2.671
clock buffer                       5        125.1                   1.484
inverter                         105        394.1                   4.674
timing repair buffer              95        935.9                   11.10
-- metrics by stage --
stage | utilization [%] | instances | hold slack, ns | instance area [um^2]
2_1_floorplan | - | 648 | 0.4314 | 7148
3_3_place_gp | 59.29 | 910 | 0.4782 | 8262
3_5_place_dp | 59.29 | 910 | 0.4876 | 8262
4_1_cts | 60.52 | 918 | 0.5097 | 8433
5_1_grt | 60.52 | 918 | 0.5263 | 8433
6_report | 60.52 | 918 | 0.5047 | 8433
