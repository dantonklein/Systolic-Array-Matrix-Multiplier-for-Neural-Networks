File: /design/flow/run.sh
#!/bin/bash
# OpenROAD 26Q1-2900-gdf79404cd8, Yosys 0.63+post, stock flow scripts
make -C /OpenROAD-flow-scripts/flow DESIGN_CONFIG=/design/flow/config.mk WORK_HOME=/design/flow/orfs finish
File: /design/flow/design.v
module controller (
    input logic clk,
    input logic rst,
    input logic start,
    output logic done,
    output logic ready,
    input logic a_valid,
    output logic a_ready,
    input logic b_valid,
    output logic b_ready,
    output logic enable,
    output logic input_write,
    output logic output_write,
    output logic[2:0] row_ptr,
    input logic read_valid,
    output logic c_valid
);
    typedef enum logic [2:0] {
        IDLE,
        LOAD,
        COMPUTE,
        DRAIN,
        DONE
    } state_t;
    state_t state_r, next_state;
    logic data_ready_r;
    logic[2:0] ab_counter_r, c_counter_r;
    logic[2:0] next_ab_counter, next_c_counter;
    logic[3:0] c_buffer_counter_r;
    logic[3:0] next_c_buffer_counter;
    always_ff @(posedge clk or posedge rst) begin
        if (rst) begin
            state_r <= IDLE;
            ab_counter_r <= 0;
            c_counter_r <= 0;
            c_buffer_counter_r <= 0;
        end
        else begin
            state_r <= next_state;
            ab_counter_r <= next_ab_counter;
            c_counter_r <= next_c_counter;
            c_buffer_counter_r <= next_c_buffer_counter;
        end
    end
    always_comb begin
        done = 0;
        ready = 0;
        a_ready = 0;
        b_ready = 0;
        enable = 0;
        input_write = 0;
        output_write = 0;
        next_state = state_r;
        next_ab_counter = ab_counter_r;
        next_c_counter = c_counter_r;
        next_c_buffer_counter = c_buffer_counter_r;
        case(state_r)
            IDLE: begin
                next_ab_counter = 0;
                next_c_counter = 0;
                next_c_buffer_counter = 0;
                ready = 1;
                if(start) next_state = LOAD;
            end
            LOAD: begin
                a_ready = 1;
                b_ready = 1;
                if(a_valid && b_valid) begin
                    next_ab_counter = ab_counter_r + 1'b1;
                    input_write = 1;
                end else input_write = 0;
                if(ab_counter_r == 3'b111) next_state = COMPUTE;
            end
            COMPUTE: begin
                enable = 1;
                next_c_counter = c_counter_r + 1'b1;
                if(c_counter_r == 3'b111) next_state = DRAIN;
            end
            DRAIN: begin
                enable = 1;
                output_write = 1;
                next_c_buffer_counter = c_buffer_counter_r + 1'b1;
                if(c_buffer_counter_r == 4'd14) next_state = DONE;
            end
            DONE: begin
                next_c_buffer_counter = 0;
                done = 1;
                ready = 1;
                next_state = IDLE;
            end
        endcase
    end
    always_ff @(posedge clk or posedge rst) begin
        if(rst) begin
            data_ready_r <= 0;
        end else begin
            if(next_state == DONE) begin
                data_ready_r <= 1;
            end else if(next_state == DRAIN) begin
                data_ready_r <= 0;
            end
        end
    end
    assign row_ptr = ab_counter_r;
    assign c_valid = data_ready_r & read_valid;
endmodule
File: /design/flow/constraint.sdc
current_design controller

set clk_period 2.4
set clk_io_pct 0.2

create_clock -name clk0 -period $clk_period [get_ports {clk}]

set non_clock_inputs [all_inputs -no_clocks]
set_input_delay [expr $clk_period * $clk_io_pct] -clock clk0 $non_clock_inputs
set_output_delay [expr $clk_period * $clk_io_pct] -clock clk0 [all_outputs]
File: /design/flow/config.mk
export PLATFORM = sky130hd
export DESIGN_NAME = controller
export DESIGN_NICKNAME = controller
export VERILOG_FILES = /design/flow/design.v
export SDC_FILE = /design/flow/constraint.sdc
export NUM_CORES = 4
export LEC_CHECK = 1
export CORE_AREA = 10 10 85 85
export DIE_AREA = 0 0 95 95
==> COMMIT_EDITMSG <==
Log flow metrics for this revision

- Cell taking the most area after synthesis: dfrtp_1
- Quantity of hold-fixing buffers added after cts: 0
- Across the run, the number of max-cap violations was 0.
- Post-synth the commonest register cell is dfrtp_1.
* Async set or reset register ratio after synthesis: 100.0%
- Looking at the power breakdown, the clock network takes 20.9% of the total.
- STA classifies the critical path endpoint as an output port.
- Result of the run: completed
- Count of final max-slew check failures: 0
- Power per cell area: 1085 mW/mm²
* Required time of the worst setup path: 1.92 ns
* Setup slack on the worst flop-to-flop path: 1.06 ns
- The core region is 0.005473 mm².
- For the final routed database, the setup TNS stands at 0 ns.
- Per STA, the library cell used most along the worst path is clkdlybuf4s50_1.
* Worst min-delay path startpoint: state_r[1]$_DFF_PP0_
* Bufs and invs on worst path: 3
* GRT Total Usage: 4.033%
- Counting the buffers created by CTS gives 3.
* Initial antenna violation count: 0
* 1st-iter DRT viols: 32
- I/O pin cnt: 17
- The initial utilization of the core area, before any placement, comes to 13.97%.
* Worst path arrival time: 1.74 ns
- Quantity of gates resized following cts: 0
* Switching power total: 366.0 µW
- Before antenna repair, the detailed router went through 4 iterations.
* Critical path fanouts, max: 5
- Post-CTS Setup Bufs: 0
* Diodes inserted: 0
* Number of global-route vias before repair: 580
- LEAKAGE: 0.0004824 µW
- Main area contributors: dfrtp_1, ha_1, nand2_1, o21ai_0, dfstp_2
* Die area: 0.009025 mm²
- Looking at the setup timing report, the critical path kind is in2out.
* Category of the worst setup path launch point: input port
- Max stage delay on crit path: 0.49 ns
- The power report attributes to the sequential group a share of 44.7%.
- The synthesized design contains 0 enable-type register cells.
* Worst reg2reg path depth: 4
* Max Clock Skew: 0.002145 ns
- Horizontal extent of the die: 95 µm
- Via density per instance: 3.313
- The synthesized design contains 16 register bits.
- Final setup violation count: 0
- Number of buffers inserted by port buffering: 16
* Area of the synthesized netlist per yosys stat: 764.5 µm²
* Number of standard cells in the layout, taps in and fillers out: 163
- The post-route netlist has 8.791% of its cells at a drive strength greater than 1.
- The final power report lists total power as 1136 µW.
- Post-synthesis cell count from yosys: 74
- CTS root buffer: clkbuf_8
* RD Place Congestion: 0.7371
- Largest delay contributor family on the critical path: buffers and inverters
* Floorplan die height: 95 µm
- Looking at the power breakdown, combinational cells take 34.4% of the total.
- Global-route wire length before repair: 2946 µm
* Number of H-tree branching levels: 1
- Number of warnings in the stage logs: 26
- Warning count from the yosys run: 1
* Area after detailed placement: 992.2 µm²
- Dividing the synthesized area by the synthesized cell count gives 10.33 µm².
- Critical R2R Launch: c_counter_r[0]$_DFFE_PP0P_
- Upper clock frequency limit: 451.0 MHz
* Routed Wire Length: 1638 µm
* Part of the Yosys area used for sequential elements: 52.54%
- Vias: 540
- In the hold timing report, the worst path depth is 1.
* Number of instances in the placed design: 159
* Least-Margin Pin Slew: 0.6166 ns
- Fin. Hold Viols: 0
- In the CTS report, the clock slew at the register clock pins of the worst setup and hold paths is listed as 0.06 ns.
- Of the total power, the share spent switching nets is 32.20%.
* Total congestion overflow after global routing: 0
- Hold Path Class: reg2reg
- Before any placement, the netlist area is recorded as 764.5 µm².
* Portion of synthesized cell area occupied by the leading cell type: 49.10%
* Cells along the critical path: clkdlybuf4s50_1 > nand3_1 > inv_1 > clkdlybuf4s50_1
- Setup repair after global routing left no endpoint under its margin.
* Final antenna-violating net count: 0
- After synthesis, the netlist uses 24 different library cells.
- Clock latency reported for the late side of the worst-skew pair: 0.25 ns
- Once layout is complete, the utilization of the core stands at 19.14%.
- Worst slew margin relative to its limit: 58.85%
* DPL Wire Length: 1262 µm
* Largest net degree at the start of global routing: 17
- CP Depth: 4
* P_int: 770.5 µW
* WL/cell: 10.05 µm
* Bufs on Longest Clock Path: 2
* Highest ir drop seen on vdd: 0.6672 mV
- TritonCTS built the clock tree.
* Post-route standard cell area excluding fillers: 0.001047 mm²
- The DRC violation total left in the routed layout is recorded as 0.
* Reg2Reg Capture Point: data_ready_r$_DFFE_PP0P_
* Hold-critical path endpoint: state_r[0]$_DFF_PP1_
- Slowest cell on the critical path: clkdlybuf4s50_1
- Of the available clock period, the critical path in the final layout requires 92.39%.
* Clock sink total: 16
- Number of instances in the synthesized netlist: 74
- The routed design could run at a clock period as short as 2.217 ns.
- Row generation in the floorplan step produced 27 rows.
* Layout overhead on the synthesized area: 36.99%
-- metal layers --
metal / track usage [%] / share of wire [%] / vias to the layer above
li1: - / - / 281
met1: 4.983 / 46 / 245
met2: 6.522 / 46 / 12
met3: 1.843 / 6.5 / 2
met4: 0.4988 / 1.2 / 0
met5: 0 / 0 / -
-- cells in the mapped netlist (2+ instances only) --
library cell	n
inv_1	7
ha_1	6
a22o_1	2
nand2_1	9
xor2_1	2
nand3_1	5
nor2_1	5
dfrtp_1	15
o21ai_0	6
or2_2	2
nand2b_1	2
-- worst register-to-register path, cell delays in order (launching register included) --
cell,delay [ns]
dfrtp_1,0.39
ha_1,0.21
ha_1,0.20
a22o_1,0.22
o31ai_1,0.22
-- how the worst max path moves through the flow --
stage       start     endpoint  slack [ns]
4_1_cts   b_valid  input_write        0.17
5_1_grt   b_valid  input_write        0.09
6_report  b_valid  input_write        0.18
-- flip-flops by register name, indices dropped and copies added (netlist names) --
name	count
ab_counter_r	3
c_counter_r	3
state_r	5
c_buffer_counter_r	4
data_ready_r	1
-- kinds of logic after synthesis --
group	share of synthesized area [%]
compound gates	9.986
buf+inv	6.383
flops	52.54
simple gates	16.53
xor+xnor	3.438
mux	1.309
fa+ha+maj	9.820
-- cells in the final DEF (no fill, tap or decap), drive strengths merged, types with 2 or more instances in the layout --
cell	instances
xor2	2
ha	6
dfrtp	15
nand2b	2
a22o	2
clkbuf	4
clkdlybuf4s50	16
inv	7
or2	2
nand2	9
nor2	5
o21ai	6
nand3	5
-- area by class of cell --
class                   count  area [µm²]
clock buffers               4       55.05
fillers                   603        4425
inverters                   7       26.28
multi-input cells          48       314.1
flip-flops and latches     16       401.6
well taps                  72       90.09
repair buffers             16       160.2
-- through the flow --
step	setup slack [ns]	hold WS, ns
after global placement	0.1813	0.4768
after detailed placement	0.1740	0.4766
after global routing	0.08640	0.5259
final	0.1826	0.4874
after floorplan	1.155	0.3930
after CTS	0.1654	0.4911
-- power groups by stage --
stage                 Combinational [µW]  Sequential, µW  Clock (µW)
after CTS                            402             513         242
after global routing                 467             535         264
final                                391             508         237
No activity file was given, so power comes from the tool's default toggle rates.
